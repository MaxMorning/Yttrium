[design.v]
module Mult (
    input wire[31:0] i_opr1,
    input wire[31:0] i_opr2,
    input wire is_unsigned,
    output wire[31:0] o_hi_result,
    output wire[31:0] o_lo_result
);
    wire[31:0] always_positive_opr1 = (~is_unsigned & i_opr1[31]) ? (~i_opr1 + 1) : i_opr1;
    wire[31:0] always_positive_opr2 = (~is_unsigned & i_opr2[31]) ? (~i_opr2 + 1) : i_opr2;
    wire[63:0] result;
    wire [63:0] wire_lv0[31:0];
    wire [63:0] wire_lv1[15:0];
    wire [63:0] wire_lv2[7:0];
    wire [63:0] wire_lv3[3:0];
    wire [63:0] wire_lv4[1:0];
    wire [63:0] wire_lv5;
    generate
        genvar i;
        for (i = 0; i < 32; i = i + 1)
        begin : lv0
            assign wire_lv0[i] = always_positive_opr2[i] == 1 ? {{(32 - i){1'b0}}, always_positive_opr1, {i{1'b0}}} : 64'b0;
        end
    endgenerate
    generate
        for (i = 0; i < 16; i = i + 1)
        begin : lv1
            assign wire_lv1[i] = wire_lv0[2 * i] + wire_lv0[2 * i + 1];
        end
    endgenerate
    generate
        for (i = 0; i < 8; i = i + 1)
        begin : lv2
            assign wire_lv2[i] = wire_lv1[2 * i] + wire_lv1[2 * i + 1];
        end
    endgenerate
    generate
        for (i = 0; i < 4; i = i + 1)
        begin : lv3
            assign wire_lv3[i] = wire_lv2[2 * i] + wire_lv2[2 * i + 1];
        end
    endgenerate
    generate
        for (i = 0; i < 2; i = i + 1)
        begin : lv4
            assign wire_lv4[i] = wire_lv3[2 * i] + wire_lv3[2 * i + 1];
        end
    endgenerate
    assign wire_lv5 = wire_lv4[0] + wire_lv4[1];
    assign result = ~is_unsigned & (i_opr1[31] ^ i_opr2[31]) ? (~wire_lv5 + 32'h1) : wire_lv5;
    assign o_hi_result = result[63:32];
    assign o_lo_result = result[31:0];
endmodule
[run.sh]
#!/bin/bash
# OpenROAD 26Q1-2900-gdf79404cd8, Yosys 0.63+post, stock flow scripts
make -C /OpenROAD-flow-scripts/flow DESIGN_CONFIG=/design/flow/config.mk WORK_HOME=/design/flow/orfs finish
[config.mk]
export PLATFORM = sky130hd
export DESIGN_NAME = Mult
export DESIGN_NICKNAME = Mult
export VERILOG_FILES = /design/flow/design.v
export SDC_FILE = /design/flow/constraint.sdc
export NUM_CORES = 4
export LEC_CHECK = 1
export CORE_UTILIZATION = 30
[constraint.sdc]
current_design Mult

set clk_period 38.6
set clk_io_pct 0.2

create_clock -name clk0 -period $clk_period

set non_clock_inputs [all_inputs -no_clocks]
set_input_delay [expr $clk_period * $clk_io_pct] -clock clk0 $non_clock_inputs
set_output_delay [expr $clk_period * $clk_io_pct] -clock clk0 [all_outputs]
==> impl_metrics.env <==
# source this file to load flow results
export IMPL_status="finished, final reports clean"
export IMPL_final_seq_area_um2=0
export IMPL_achievable_frequency_ghz=0.0312
export IMPL_layout_area_overhead_vs_synth_pct=11.0
export IMPL_initial_antenna_violation_count=5
export IMPL_post_synth_top_area_cell="sky130_fd_sc_hd__fa_1"
export IMPL_fp_util_pct=30.3
export IMPL_numPortBuffers=129
export IMPL_die_h_um=343
export IMPL_core_rowCount=124
export IMPL_layout_worst_path_cycle_share_pct=83.0
export IMPL_critical_path_arrival_ns=24.33
export IMPL_fin_util_pct=33.7
export IMPL_final_hold_viol_count=0
export IMPL_post_synthesis_cell_area_um2=34800
export IMPL_grt_max_degree=36
export IMPL_worstHoldPathType="primary input to output port"
export IMPL_n_clock_buffer=0
export IMPL_place_hpwl_mm=89.3
export IMPL_worst_path_max_fanout=25
export IMPL_worst_hold_path_num_cells=5
export IMPL_crit_path_max_incr_delay_ns=0.66
export IMPL_cts_repair_resized=0
export IMPL_cpMostUsedCell="sky130_fd_sc_hd__fa_1"
export IMPL_cts_hold_buffers_added=0
export IMPL_cp_slowest_cell="sky130_fd_sc_hd__a31oi_1"
export IMPL_synth_lib_cells_used_distinct=72
export IMPL_synth_cells=4166
export IMPL_worstSetupPathType="primary input to output port"
export IMPL_drcViolationCount=0
export IMPL_ys_seq_share_pct=0
export IMPL_design_die_area_um2=117000
export IMPL_antenna_violating_nets_post_route=0
export IMPL_ys_top_cells_by_area="sky130_fd_sc_hd__fa_1 51%, sky130_fd_sc_hd__inv_1 9.6%, sky130_fd_sc_hd__nand2_1 8.8%"
export IMPL_die_w_um=343
export IMPL_cts_setup_buffers=0
export IMPL_via_count_of_the_first_global_routing_pass=28493
export IMPL_viasPerCell=4.79
export IMPL_core_area_um2=115000
export IMPL_grt_util_all_layers_pct=19.5
export IMPL_layout_area_comb_um2=31200
export IMPL_routed_via_count=27557
export IMPL_log_warning_count=36
export IMPL_slew_headroom_pct=36.0
export IMPL_wire_per_inst_um=18.5
export IMPL_filler_instances=11775
export IMPL_kind_of_end_point_of_the_critical_path="output port"
export IMPL_chip_area_yosys_um2=34800
export IMPL_yosys_cell_count=4166
export IMPL_top_cell_area_share_pct=50.6
export IMPL_grt_overflow=0
export IMPL_grt_setup_unrepaired="no"
export IMPL_synthesis_area_per_instance_um2=8.35
export IMPL_critical_path_required_ns=30.88
export IMPL_dr_pass1_iters=23
export IMPL_drive_gt1_share_pct=4.75
export IMPL_yosysWarningCount=1
export IMPL_grt_first_pass_wirelength_mm=167
export IMPL_timing_final_max_slew_violations=0
export IMPL_max_cap_violations=0
export IMPL_drt_iter0_drc=1252
export IMPL_seq_cell_count=0
export IMPL_number_of_top_level_pins=129
export IMPL_totalWireLength_mm=106
export IMPL_setup_viol_count_final=0
export IMPL_setup_tns_ns=0
export IMPL_tightestPinTransition_ns=0.957
export IMPL_final_setup_worst_slack_ns=6.55
export IMPL_gpl_congestion=0.975
export IMPL_critPathLaunchType="primary input"
export IMPL_final_min_clock_period_ns=32.05
export IMPL_post_place_ws_ns=6.66
==> area by class of cell <==
cell class | count | area share, %
antenna | 4 | 0.0259
inverter | 887 | 8.62
multi-input combinational | 3093 | 80.7
tap | 1512 | 4.90
timing repair buffer | 252 | 5.74
==> layout by cell type (no fill, tap or decap), types with 14 or more instances in the layout <==
| master | n |
|---|---|
| sky130_fd_sc_hd__a21o_1 | 44 |
| sky130_fd_sc_hd__a21oi_1 | 99 |
| sky130_fd_sc_hd__a31oi_1 | 18 |
| sky130_fd_sc_hd__and2_1 | 69 |
| sky130_fd_sc_hd__buf_4 | 123 |
| sky130_fd_sc_hd__clkdlybuf4s50_1 | 129 |
| sky130_fd_sc_hd__fa_1 | 879 |
| sky130_fd_sc_hd__ha_1 | 235 |
| sky130_fd_sc_hd__inv_1 | 887 |
| sky130_fd_sc_hd__nand2_1 | 814 |
| sky130_fd_sc_hd__nand2b_1 | 18 |
| sky130_fd_sc_hd__nand3_1 | 20 |
| sky130_fd_sc_hd__nand4_1 | 19 |
| sky130_fd_sc_hd__nor2_1 | 341 |
| sky130_fd_sc_hd__nor3_1 | 36 |
| sky130_fd_sc_hd__nor4_1 | 16 |
| sky130_fd_sc_hd__o21a_1 | 17 |
| sky130_fd_sc_hd__o21ai_0 | 57 |
| sky130_fd_sc_hd__o31ai_1 | 21 |
| sky130_fd_sc_hd__or3_1 | 14 |
| sky130_fd_sc_hd__xnor2_1 | 107 |
| sky130_fd_sc_hd__xnor2_2 | 22 |
| sky130_fd_sc_hd__xor2_1 | 69 |
| sky130_fd_sc_hd__xor2_2 | 31 |
==> logic make-up (layout without fill, tap and decap cells) <==
| logic type | count (synthesis) | in the layout | synth area share, % |
|---|---|---|---|
| AND/OR/NAND/NOR | 1403 | 1403 | 17.0 |
| adder cells (fa/ha/maj) | 1114 | 1114 | 59.0 |
| buffers and inverters | 1073 | 1139 | 11.6 |
| AND-OR/OR-AND | 347 | 347 | 6.60 |
| XOR/XNOR | 229 | 229 | 5.77 |
| other | 0 | 4 | 0 |
==> critical path, delay by kind of cell <==
| kind | cells | cell delay, ns |
|---|---|---|
| adder cells (fa/ha/maj) | 15 | 6.54 |
| AND/OR/NAND/NOR | 9 | 2.29 |
| AND-OR/OR-AND | 19 | 4.63 |
| buffers and inverters | 12 | 1.86 |
| XOR/XNOR | 4 | 1.30 |
==> stage by stage <==
step	instance area, µm²	cells	hold slack (ns)
after floorplan	34800	4166	15.53
after global placement	38600	5744	16.60
after detailed placement	38600	5744	16.60
after CTS	38600	5744	16.61
after global routing	38600	5744	16.67
final	38600	5748	16.61
==> cells in the mapped netlist (8+ instances only) <==
library cell                 n
sky130_fd_sc_hd__nor2b_1    14
sky130_fd_sc_hd__a31oi_1    18
sky130_fd_sc_hd__nand4_1    19
sky130_fd_sc_hd__fa_1      879
sky130_fd_sc_hd__xnor2_1   129
sky130_fd_sc_hd__or4_1       8
sky130_fd_sc_hd__o211ai_1   10
sky130_fd_sc_hd__clkbuf_1  176
sky130_fd_sc_hd__o21ai_0    57
sky130_fd_sc_hd__o21ai_1    10
sky130_fd_sc_hd__nor2_1    341
sky130_fd_sc_hd__nand3_1    20
sky130_fd_sc_hd__xor2_1    100
sky130_fd_sc_hd__o31ai_1    21
sky130_fd_sc_hd__nor3_1     36
sky130_fd_sc_hd__a21oi_1   100
sky130_fd_sc_hd__inv_1     887
sky130_fd_sc_hd__and2_1     69
sky130_fd_sc_hd__nand2_1   814
sky130_fd_sc_hd__o21bai_1   13
sky130_fd_sc_hd__nor4_1     18
sky130_fd_sc_hd__or3_1      14
sky130_fd_sc_hd__o21a_1     17
sky130_fd_sc_hd__a21o_1     44
sky130_fd_sc_hd__ha_1      235
sky130_fd_sc_hd__nand2b_1   18
==> worst paths after layout <==
path                   from               to  slack [ns]
setup / recovery  i_opr1[0]  o_hi_result[31]        6.55
hold / removal    i_opr2[0]   o_lo_result[0]       16.61
==> routing by layer <==
layer	vias to the layer above	track usage, %	part of all wire (%)
li1	12502	-	-
met1	13792	25.9	39
met2	1131	28.8	45
met3	128	11.0	14
met4	4	3.57	2.2
met5	-	0	0.022
